<file path="/design/flow/design.v">
`timescale 1ns / 1ps
module instr_ram(
        input clk,
        input clk_en,
        input reset,
        input [3:0] instr,
        input signed [10:0] acc,
        input signed [10:0] jmp_off,
        input write_en,
        input [4:0] write_addr,
        input [20:0] write_data,
        output [20:0] opcode
    );
    localparam OP_NOP = 4'd0;
localparam OP_MOV = 4'd1;
localparam OP_SWP = 4'd2;
localparam OP_SAV = 4'd3;
localparam OP_ADD = 4'd4;
localparam OP_SUB = 4'd5;
localparam OP_NEG = 4'd6;
localparam OP_JMP = 4'd7;
localparam OP_JEZ = 4'd8;
localparam OP_JNZ = 4'd9;
localparam OP_JGZ = 4'd10;
localparam OP_JLZ = 4'd11;
localparam OP_JRO = 4'd12;
localparam TARGET_NIL = 3'd0;
localparam TARGET_ACC = 3'd1;
localparam TARGET_UP = 3'd2;
localparam TARGET_DOWN = 3'd3;
localparam TARGET_LEFT = 3'd4;
localparam TARGET_RIGHT = 3'd5;
localparam TARGET_ANY = 3'd6;
localparam TARGET_LAST = 3'd7;
localparam IN_MUX_SEL_CONST = 2'd0;
localparam IN_MUX_SEL_ACC = 2'd1;
localparam IN_MUX_SEL_DIR = 2'd2;
localparam OUT_MUX_SEL_IN = 1'd0;
localparam OUT_MUX_SEL_ALU = 1'd1;
localparam INSTR_ALU_ADD = 2'b00;
localparam INSTR_ALU_SUB = 2'b01;
localparam INSTR_ALU_NEG = 2'b10;
localparam INSTR_REG_READ = 2'b00;
localparam INSTR_REG_WRITE = 2'b01;
localparam INSTR_REG_SWP = 2'b10;
localparam INSTR_REG_SAV = 2'b11;
    parameter MEM_INIT_FILE = "";
    parameter NUM_ENTRIES = 5'd10;
    reg [20:0] ram[31:0];
    reg [4:0] num_entries;
    reg [4:0] pc;
    wire jmp_en;
    wire signed [11:0] pc_jmp;
    wire signed [5:0] pc_ext;
    assign jmp_en = (instr == OP_JMP) ||
                    (instr == OP_JRO) ||
                    (instr == OP_JEZ && acc == 0) ||
                    (instr == OP_JNZ && acc != 0) ||
                    (instr == OP_JGZ && acc > 0) ||
                    (instr == OP_JLZ && acc < 0);
    assign pc_ext = {1'b0, pc};
    assign pc_jmp = pc_ext + jmp_off;
    assign opcode = ram[pc];
    initial begin
        if (MEM_INIT_FILE != "") begin
            $readmemb(MEM_INIT_FILE, ram);
            num_entries = NUM_ENTRIES;
        end
    end
    always @ (posedge clk)
    begin
        if (reset)
        begin
            pc <= 0;
        end
        else if(clk_en)
        begin
            if (jmp_en)
            begin
                if (pc_jmp < 0)
                begin
                    pc <= 0;
                end
                else if (pc_jmp >= num_entries)
                begin
                    pc <= num_entries - 1;
                end
                else
                begin
                    pc <= pc_jmp;
                end
            end
            else
            begin
                if (pc == num_entries - 1)
                begin
                    pc <= 0;
                end
                else
                begin
                    pc <= pc + 1;
                end
            end
        end
        if (write_en)
        begin
            ram[write_addr] <= write_data;
            num_entries <= write_addr + 5'd1;
        end
    end
endmodule
</file>
<file path="/design/flow/run.sh">
#!/bin/bash
# OpenROAD 26Q1-2900-gdf79404cd8, Yosys 0.63+post, stock flow scripts
make -C /OpenROAD-flow-scripts/flow DESIGN_CONFIG=/design/flow/config.mk WORK_HOME=/design/flow/orfs finish
</file>
<file path="/design/flow/config.mk">
export PLATFORM = sky130hd
export DESIGN_NAME = instr_ram
export DESIGN_NICKNAME = instr_ram
export VERILOG_FILES = /design/flow/design.v
export SDC_FILE = /design/flow/constraint.sdc
export NUM_CORES = 4
export LEC_CHECK = 1
export CORE_UTILIZATION = 40
</file>
<file path="/design/flow/constraint.sdc">
current_design instr_ram

set clk_period 12.4
set clk_io_pct 0.2

create_clock -name clk0 -period $clk_period [get_ports {clk}]

set non_clock_inputs [all_inputs -no_clocks]
set_input_delay [expr $clk_period * $clk_io_pct] -clock clk0 $non_clock_inputs
set_output_delay [expr $clk_period * $clk_io_pct] -clock clk0 [all_outputs]
</file>
==> deck_impl_summary.md <==
Physical Implementation Snapshot

Final timing
  • Clock skew: 0.0157 ns
  • Max-Slew Margin vs Limit: 36.6%
  • Setup TNS: 0 ns
  • Final hold violations: 0
  • Worst Max-Slew Pin Slew: 0.948 ns
  • Endpoints failing setup: 0
  • Fin crit period: 7.28 ns
  • Max Slew Vio Count: 0
  • Highest clock rate: 0.137 GHz
  • Cycle use final: 58.7%
  • Hold WS: 0.607 ns
  • RSZ-0062 raised after global routing: false

GRT
  • Vias in the first global route: 13900
  • Initial antenna violation count: 5
  • First-pass GRT wire length: 92400 µm
  • Largest net degree at the start of global routing: 40
  • Grt ovf: 0
  • GRT Resource Usage Total: 21.2%

Floorplan
  • Fp_density: 40.4%
  • Die extent in x: 262 µm
  • Row count: 95
  • Die Area: 68700 µm²
  • Die height: 262 µm
  • CORE AREA: 67000 µm²
  • Io pins: 77

Yosys
  • Post-synth top cells: 677 x edfxtp_1, 210 x mux4_2, 47 x nor2_1
  • Area leader share: 75.1%
  • Synth area leaders: edfxtp_1 75%, mux4_2 17%, mux2_2 0.87%, dfxtp_1 0.74%, ha_1 0.74%
  • Most common cell in the synthesized netlist: edfxtp_1
  • Synth area leader: edfxtp_1
  • Yosys cell count: 1181
  • Yosys warning count: 1
  • Chip Area, Yosys: 27100 µm²
  • Count of cell types in the netlist: 56
  • Number of synthesized flops with an enable pin: 677
  • Top FF cell, synth: edfxtp_1
  • Mapped Cells: 1181
  • Asr flop ratio synth: 0%
  • Post-synthesis sequential area ratio: 75.8%
  • Syn Std Cell Area: 27100 µm²
  • Ys flops: 687
  • Syn avg cell area: 22.9 µm²

Clock network
  • Post-CTS Hold Buffers: 0
  • Postcts setup bufs: 0
  • Sink Count: 687
  • CTS root buffer: clkbuf_16
  • CTS tree: done
  • Worst-path clk slew: 0.05 ns
  • # H-tree levels: 3
  • Deepest clock path buffer count: 3
  • PostCTS Resize Cnt: 0
  • Total CTS buffers: 72
  • Clk latency late pin: 0.59 ns

Worst setup path
  • Reg2Reg Depth: 13
  • Critical path capture point: opcode[7]
  • Reg2reg start: pc[0]
  • CP Capture Type: output pin
  • Worst Path Max Fanout: 35
  • Critical Path RT: 9.92 ns
  • Worst endpoint data arrival time: 4.80 ns
  • Critical Path Start Type: register
  • Critical path class: reg -> out
  • R2r endpoint: pc[4]
  • Reg2Reg Setup Slack: 8.73 ns

Finish
  • Fin area: 31800 µm²
  • Share of cells above drive strength 1: 31.4%
  • Syn-to-layout area delta: 17.4%
  • Util after Layout: 47.4%

Route
  • Remaining antenna violation count: 0
  • WL/cell: 28.1 µm
  • DRC violations left: 0
  • Initial drt markers: 796
  • Vias per std cell: 5.61
  • Routed WL: 63500 µm
  • DR vias: 12700
  • Pre-antenna DRT Iters: 5

Place
  • Placed instance area: 29400 µm²
  • Gpl congestion: 0.889
  • Dpl hpwl: 35500 µm
  • IO buf count: 76

Run
  • Max cap viols: 0
  • OpenROAD warning count: 28

Worst hold path
  • Hold Path Class: reg -> reg
  • Hold depth: 2

Power and ir drop
  • VDD IR-drop max: 0.113 mV
  • Leakage: 9.73 nW
  • PwrDens: 163 nW/µm²

Outcome
  • Status: completed
how the worst min path moves through the flow:
| stage | startpoint | endpoint | slack [ns] |
|---|---|---|---|
| final | pc[0] | register | 0.61 |
| after global routing | pc[0] | register | 0.65 |
| after CTS | pc[0] | register | 0.61 |
layout make-up:
| class | count | area, µm² |
|---|---|---|
| antenna | 1 | 2.50 |
| tap | 873 | 1090 |
| sequential | 687 | 20500 |
| timing repair buffer | 138 | 1230 |
| multi-input combinational | 422 | 6430 |
| fill | 5439 | 35300 |
| clock buffer | 87 | 1940 |
| clock inverter | 37 | 488 |
| inverter | 16 | 60.1 |
through the flow:
stage / instances / setup slack (ns) / power (mW)
floorplan: 1181 / 7.15 / 2.87
global placement: 2136 / 5.58 / 3.02
detailed placement: 2136 / 5.57 / 3.02
CTS: 2260 / 4.94 / 5.22
global route: 2261 / 4.73 / 5.33
finish: 2261 / 5.12 / 5.17
state kept, by name, summed over array words and instances (netlist names), named ones only:
name	cells
ram	672
num_entries	5
pc	5
logic make-up (layout without fill, tap and decap cells):
kind of cell    after synthesis  in the layout  synth area share, %
flops                       687            687                 75.8
xor+xnor                     11             11                0.462
mux                         232            232                 18.4
buf+inv                      72            278                 1.28
other cells                   0              1                    0
fa+ha+maj                    17             17                0.813
compound gates               57             57                 1.40
simple gates                105            105                 1.83
metal layers:
layer	vias up	GRT usage, %	wire length, µm
li1	5354	-	-
met1	6321	25.7	20500
met2	878	30.4	29600
met3	113	17.8	11800
met4	10	3.85	1400
met5	-	0.486	100
where the power goes:
part / internal (mW) / switching (mW) / total (mW)
clock: 1.36 / 0.845 / 2.21
combinational: 0.190 / 0.175 / 0.365
sequential: 2.58 / 0.0214 / 2.60
critical path, cell delays in order, from the launching register on:
cell and delay (ns):
dfxtp_4 0.53, buf_4 0.49, buf_4 0.60, buf_4 0.66
mux4_2 0.59, mux4_2 0.53, mux2_2 0.34, clkdlybuf4s50_1 0.42
cell usage in the layout, fill, tap and decap left out, types with 3 or more instances in the layout:
cell type,netlist,layout
ha_1,16,16
nor4_1,4,4
nand3b_1,4,4
nor2b_1,3,3
clkbuf_1,26,11
clkbuf_16,0,76
clkinv_2,0,10
bufinv_16,0,12
inv_1,16,16
mux2_2,21,21
a31oi_1,5,5
mux4_2,210,210
o2111ai_1,3,3
nor3_1,10,10
clkinv_1,0,12
a21oi_1,13,13
nor2_4,0,32
dfxtp_4,0,3
nand3_1,6,6
nand2_1,16,16
clkdlybuf4s50_1,0,76
edfxtp_1,677,677
buf_4,10,62
xnor2_1,7,7
nor2_1,47,15
dfxtp_1,10,6
or3_1,6,6
o21ai_0,14,14
Power and IR drop assume default switching activity.
