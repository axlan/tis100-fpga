==> design/flow/design.v <==
`timescale 1ns / 1ps
module dir_manager(
        input clk,
        input reset,
        input [2:0] src,
        input [2:0] dst,
        input signed [10:0] left_in_data,
        input left_in_valid,
        output left_in_ready,
        input signed [10:0] right_in_data,
        input right_in_valid,
        output right_in_ready,
        input signed [10:0] up_in_data,
        input up_in_valid,
        output up_in_ready,
        input signed [10:0] down_in_data,
        input down_in_valid,
        output down_in_ready,
        output signed [10:0] left_out_data,
        output left_out_valid,
        input left_out_ready,
        output signed [10:0] right_out_data,
        output right_out_valid,
        input right_out_ready,
        output signed [10:0] up_out_data,
        output up_out_valid,
        input up_out_ready,
        output signed [10:0] down_out_data,
        output down_out_valid,
        input down_out_ready,
        output clk_en,
        output signed [10:0] dir_src_data,
        input signed [10:0] dir_dst_data
    );
    localparam OP_NOP = 4'd0;
localparam OP_MOV = 4'd1;
localparam OP_SWP = 4'd2;
localparam OP_SAV = 4'd3;
localparam OP_ADD = 4'd4;
localparam OP_SUB = 4'd5;
localparam OP_NEG = 4'd6;
localparam OP_JMP = 4'd7;
localparam OP_JEZ = 4'd8;
localparam OP_JNZ = 4'd9;
localparam OP_JGZ = 4'd10;
localparam OP_JLZ = 4'd11;
localparam OP_JRO = 4'd12;
localparam TARGET_NIL = 3'd0;
localparam TARGET_ACC = 3'd1;
localparam TARGET_UP = 3'd2;
localparam TARGET_DOWN = 3'd3;
localparam TARGET_LEFT = 3'd4;
localparam TARGET_RIGHT = 3'd5;
localparam TARGET_ANY = 3'd6;
localparam TARGET_LAST = 3'd7;
localparam IN_MUX_SEL_CONST = 2'd0;
localparam IN_MUX_SEL_ACC = 2'd1;
localparam IN_MUX_SEL_DIR = 2'd2;
localparam OUT_MUX_SEL_IN = 1'd0;
localparam OUT_MUX_SEL_ALU = 1'd1;
localparam INSTR_ALU_ADD = 2'b00;
localparam INSTR_ALU_SUB = 2'b01;
localparam INSTR_ALU_NEG = 2'b10;
localparam INSTR_REG_READ = 2'b00;
localparam INSTR_REG_WRITE = 2'b01;
localparam INSTR_REG_SWP = 2'b10;
localparam INSTR_REG_SAV = 2'b11;
    localparam STATE_SRC = 1'd0;
    localparam STATE_DST = 1'd1;
    function is_dir_target;
    input [2:0] target;
    begin
        is_dir_target = target >= TARGET_UP;
    end
    endfunction
    reg state;
    wire perform_in;
    wire perform_out;
    reg signed [10:0] dir_src_data_reg;
    wire signed [10:0] dir_dst_data_internal;
    wire signed [10:0] dir_src_data_internal;
    wire [2:0] src_sel;
    wire src_waiting;
    wire stall_read;
    wire dst_available;
    assign clk_en = (!stall_read && state == STATE_SRC && !perform_out) || (state == STATE_DST && dst_available);
    assign perform_in = is_dir_target(src);
    assign src_waiting = state == STATE_SRC && perform_in;
    assign left_in_ready = src_waiting && src == TARGET_LEFT;
    assign right_in_ready = src_waiting && src == TARGET_RIGHT;
    assign up_in_ready = src_waiting && src == TARGET_UP;
    assign down_in_ready = src_waiting && src == TARGET_DOWN;
    assign src_sel = (src == TARGET_LEFT && left_in_valid) ? 3'b100 :
                     (src == TARGET_RIGHT && right_in_valid) ? 3'b101 :
                     (src == TARGET_UP && up_in_valid) ? 3'b110 :
                     (src == TARGET_DOWN && down_in_valid) ? 3'b111 :
                     3'b0;
    assign dir_src_data_internal = (src_sel[1:0] == 2'b00) ? left_in_data :
                                   (src_sel[1:0] == 2'b01) ? right_in_data :
                                   (src_sel[1:0] == 2'b10) ? up_in_data :
                                   down_in_data;
    assign stall_read = src_waiting && !src_sel[2];
    assign dir_src_data = (state == STATE_SRC) ? dir_src_data_internal : dir_src_data_reg;
    assign dir_dst_data_internal = (!perform_in) ? dir_dst_data : dir_src_data_reg;
    assign perform_out = is_dir_target(dst);
    assign left_out_data = dir_dst_data_internal;
    assign left_out_valid = state == STATE_DST && dst == TARGET_LEFT;
    assign right_out_data = dir_dst_data_internal;
    assign right_out_valid = state == STATE_DST && dst == TARGET_RIGHT;
    assign up_out_data = dir_dst_data_internal;
    assign up_out_valid = state == STATE_DST && dst == TARGET_UP;
    assign down_out_data = dir_dst_data_internal;
    assign down_out_valid = state == STATE_DST && dst == TARGET_DOWN;
    assign dst_available = (dst == TARGET_LEFT && left_out_ready) ||
                           (dst == TARGET_RIGHT && right_out_ready) ||
                           (dst == TARGET_UP && up_out_ready) ||
                           (dst == TARGET_DOWN && down_out_ready);
    always @ (posedge clk)
    begin
        if (reset)
        begin
            state <= STATE_SRC;
            dir_src_data_reg <= 'd0;
        end
        else
        begin
            if (state == STATE_SRC && perform_out && !stall_read)
            begin
                state <= STATE_DST;
                dir_src_data_reg <= dir_src_data_internal;
            end
            else if (state == STATE_DST && dst_available)
            begin
                state <= STATE_SRC;
            end
        end
    end
endmodule
==> design/flow/run.sh <==
#!/bin/bash
# OpenROAD 26Q1-2900-gdf79404cd8, Yosys 0.63+post, stock flow scripts
make -C /OpenROAD-flow-scripts/flow DESIGN_CONFIG=/design/flow/config.mk WORK_HOME=/design/flow/orfs finish
==> design/flow/config.mk <==
export PLATFORM = sky130hd
export DESIGN_NAME = dir_manager
export DESIGN_NICKNAME = dir_manager
export VERILOG_FILES = /design/flow/design.v
export SDC_FILE = /design/flow/constraint.sdc
export NUM_CORES = 4
export LEC_CHECK = 1
export CORE_UTILIZATION = 30
==> design/flow/constraint.sdc <==
current_design dir_manager

set clk_period 5.7
set clk_io_pct 0.2

create_clock -name clk0 -period $clk_period [get_ports {clk}]

set non_clock_inputs [all_inputs -no_clocks]
set_input_delay [expr $clk_period * $clk_io_pct] -clock clk0 $non_clock_inputs
set_output_delay [expr $clk_period * $clk_io_pct] -clock clk0 [all_outputs]
==> results.rst <==
Run summary
-----------

.. list-table::
   :header-rows: 1

   * - Metric
     - Value
   * - Run status
     - finished clean
   * - Iteration tally of the first detailed-router pass
     - 4
   * - Area Overhead vs Synth
     - 70.4%
   * - Register-to-Register Path Depth
     - 4
   * - Static leakage
     - 1.10 nW
   * - Endpoint of the worst hold path
     - dir_src_data_reg[10]
   * - Worst setup SP type
     - input port
   * - Final instance area
     - 0.00279 mm²
   * - Area figure in the yosys stat output
     - 0.00164 mm²
   * - Instance area after placement
     - 0.00275 mm²
   * - Stage-log warning count
     - 25
   * - Combinational Area
     - 0.00104 mm²
   * - Count of instances resized after the clock tree is built
     - 0
   * - # fillers
     - 483
   * - Boundary Pins
     - 135
   * - Number of warning messages in the yosys log
     - 1
   * - Worst hold path startpoint
     - dir_src_data_reg[10]
   * - Post-route worst hold slack
     - 598 ps
   * - Ratio of cells with drive above 1 in the final layout
     - 0.133
   * - Cells after synthesis
     - 196
   * - Wire length of the first global-routing pass
     - 7540 µm
   * - Total inserted antenna cells
     - 0
   * - Register Area
     - 240 µm²
   * - Worst r2r dst
     - dir_src_data_reg[0]
   * - Total global routing track utilization
     - 0.174
   * - Reg-to-Reg Start
     - state
   * - Final setup slack of the worst path
     - 1020 ps
   * - Number of design-rule violations left by the first detailed-router iteration
     - 102
   * - Total standard cell area after synthesis
     - 0.00164 mm²
   * - GRT Residual Overflow
     - 0
   * - Floorplan die area
     - 0.00575 mm²
   * - Max FFs per register
     - 11
   * - H-tree depth
     - 1
   * - Total setup violations reported at the end of the flow
     - 0
   * - Clock-pin slew of the registers on the worst-case setup and hold paths
     - 50 ps
   * - Global placement routability congestion
     - 0.803
   * - Sum of internal, switching and leakage power
     - 0.411 mW
   * - Number of buffers between clock root and the deepest sink
     - 2
   * - Critical path type
     - in2out
   * - Worst-skew pair later-pin latency
     - 240 ps
   * - Number of buffers inserted by hold repair at cts
     - 0
   * - Sum of negative setup slack
     - 0 ps
   * - Final clock skew
     - 1.11 ps
   * - Worst slack, placed
     - 1040 ps
   * - Fp_density
     - 0.316
   * - Sequential area share after synthesis
     - 0.147
   * - Clk sink count
     - 12
   * - Final core occ
     - 0.539
   * - Antenna-violating nets left
     - 0
   * - Count of instantiated cells in the yosys netlist
     - 196
   * - Row count
     - 26
   * - TritonCTS Buffers
     - 3
   * - DP Cell Count
     - 353
   * - DPL Wire Length
     - 4170 µm
   * - Wire length reported by the detailed router
     - 5510 µm
   * - Min cycle time layout
     - 4680 ps
   * - Number of global-route vias before repair
     - 1531
   * - Worst-case vdd ir drop
     - 0.0865 mV
   * - Total count of hold-check failures in the final report
     - 0
   * - Crit Path Max Fanout
     - 12
   * - Flops out of synthesis
     - 12
   * - Unrepaired setup endpoints after global routing
     - no
   * - Clock tree from TritonCTS
     - done
   * - Number of remaining DRC errors
     - 0
   * - Die Y
     - 75.8 µm
   * - Power per unit of standard cell area
     - 148 mW/mm²
   * - Setup slack on the worst flop-to-flop path
     - 3610 ps
   * - PortBufs
     - 134
   * - Routed length per placed instance
     - 15.5 µm
   * - Crit path required time
     - 4560 ps
   * - Final non-filler cell total
     - 356
   * - Setup fix buffers added after clock tree synthesis
     - 0
   * - Average footprint of a synthesized cell
     - 8.34 µm²
   * - Worst Hold Class
     - reg2reg
   * - Setup crit end kind
     - output port
   * - Area of the core region
     - 0.00517 mm²
   * - Number of vias per cell
     - 4.92
   * - Count of cells along the worst hold path
     - 2
   * - Tally of max-capacitance violations
     - 0
   * - Cell at the root of the clock tree
     - sky130_fd_sc_hd__clkbuf_8
   * - Max Clk Rate
     - 214 MHz
   * - Most common library cell in the layout ignoring fill and taps
     - sky130_fd_sc_hd__clkdlybuf4s50_1
   * - Max-slew violations
     - 0
   * - Die outline width
     - 75.8 µm
   * - Routed via count
     - 1751
   * - Crit path DAT
     - 3540 ps
   * - Antenna violations before repair
     - 0
   * - Transition time at the pin with the least slew margin
     - 805 ps
   * - Leading cell types in the layout, fill and taps excluded
     - 134 x sky130_fd_sc_hd__clkdlybuf4s50_1, 23 x sky130_fd_sc_hd__mux2_2, 14 x sky130_fd_sc_hd__a21oi_1, 12 x sky130_fd_sc_hd__or3_1, 12 x sky130_fd_sc_hd__dfxtp_1
   * - Pin count of the biggest net entering global routing
     - 30
   * - Final cycle utilization of the critical path
     - 0.822
   * - Headroom to the max-slew limit
     - 0.462
   * - Number of distinct library cells after synthesis
     - 31
-- synthesized netlist by cell type (all sizes together) --
cell type   n  area share
inv         3      0.0069
o21bai      1      0.0046
mux2i       1      0.0061
dfxtp      12        0.15
a21oi      14       0.043
o211a      11       0.067
nand2       2      0.0046
nand3b     11       0.050
nor2        5       0.011
and3        4       0.015
a211oi      1      0.0076
nand4b      1      0.0054
nor3b       1      0.0046
nor2b       3       0.011
o32ai       1      0.0054
mux2       23        0.16
nor3        2      0.0061
buf        47        0.20
o2bb2ai    11       0.059
nand2b      2      0.0076
or3b       11       0.059
or3        12       0.046
a22oi      11       0.050
o21ai       1      0.0031
clkbuf      3      0.0076
a221oi      2       0.011
-- cell families (layout without fill, tap and decap cells) --
kind of cell | Yosys count | in the layout | share of synthesized area
simple gates | 54 | 54 | 0.222
mux | 24 | 24 | 0.165
compound gates | 53 | 53 | 0.251
flops | 12 | 12 | 0.147
buf+inv | 53 | 143 | 0.216
-- critical path, cell delays in order --
cell                              delay [ps]
sky130_fd_sc_hd__clkdlybuf4s50_1         580
sky130_fd_sc_hd__nor2b_1                 680
sky130_fd_sc_hd__a22oi_1                 190
sky130_fd_sc_hd__o2bb2ai_1               290
sky130_fd_sc_hd__mux2_2                  210
sky130_fd_sc_hd__clkdlybuf4s50_1         450
-- layer usage --
metal / part of all wire / GRT usage / routed length [µm]
met1: 0.46 / 0.257 / 2560
met2: 0.44 / 0.283 / 2440
met3: 0.091 / 0.0255 / 503
met4: 0.0015 / 0.0103 / 8
met5: 0 / 0 / 0
-- report_power, final --
group | leakage, nW | internal [mW] | switching (mW)
Clock | 0.0216 | 0.0465 | 0.0304
Combinational | 0.980 | 0.167 | 0.0661
Sequential | 0.0993 | 0.0935 | 0.00777
Total | 1.10 | 0.307 | 0.104
-- cell type report --
cell class	instances	area share
timing repair buffer	137	0.489
multi-input combinational	131	0.374
sequential	12	0.0862
tap	70	0.0314
clock buffer	3	0.0148
inverter	3	0.00404
-- worst max-delay path by stage --
| stage | cells after the start | start | endpoint |
|---|---|---|---|
| CTS | 6 | src[1] | dir_src_data[5] |
| global route | 6 | src[1] | dir_src_data[7] |
| finish | 6 | src[1] | dir_src_data[7] |
Power figures rest on the tool's default switching activity, not on a simulated workload.
