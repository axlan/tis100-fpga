**flow/run.sh**
```bash
#!/bin/bash
# OpenROAD 26Q1-2900-gdf79404cd8, Yosys 0.63+post, stock flow scripts
make -C /OpenROAD-flow-scripts/flow DESIGN_CONFIG=/design/flow/config.mk WORK_HOME=/design/flow/orfs finish
```
**flow/config.mk**
```make
export PLATFORM = sky130hd
export DESIGN_NAME = alu
export DESIGN_NICKNAME = alu
export VERILOG_FILES = /design/flow/design.v
export SDC_FILE = /design/flow/constraint.sdc
export NUM_CORES = 4
export LEC_CHECK = 1
export CORE_AREA = 10 10 112 112
export DIE_AREA = 0 0 122 122
```
**flow/constraint.sdc**
```tcl
current_design alu

set clk_period 9.1
set clk_io_pct 0.2

create_clock -name clk0 -period $clk_period

set non_clock_inputs [all_inputs -no_clocks]
set_input_delay [expr $clk_period * $clk_io_pct] -clock clk0 $non_clock_inputs
set_output_delay [expr $clk_period * $clk_io_pct] -clock clk0 [all_outputs]
```
**flow/design.v**
```verilog
`timescale 1ns / 1ps
module alu(
        input [1:0] instr,
        input signed [10:0] acc,
        input signed [10:0] src,
        output signed [10:0] out
    );
    localparam OP_NOP = 4'd0;
localparam OP_MOV = 4'd1;
localparam OP_SWP = 4'd2;
localparam OP_SAV = 4'd3;
localparam OP_ADD = 4'd4;
localparam OP_SUB = 4'd5;
localparam OP_NEG = 4'd6;
localparam OP_JMP = 4'd7;
localparam OP_JEZ = 4'd8;
localparam OP_JNZ = 4'd9;
localparam OP_JGZ = 4'd10;
localparam OP_JLZ = 4'd11;
localparam OP_JRO = 4'd12;
localparam TARGET_NIL = 3'd0;
localparam TARGET_ACC = 3'd1;
localparam TARGET_UP = 3'd2;
localparam TARGET_DOWN = 3'd3;
localparam TARGET_LEFT = 3'd4;
localparam TARGET_RIGHT = 3'd5;
localparam TARGET_ANY = 3'd6;
localparam TARGET_LAST = 3'd7;
localparam IN_MUX_SEL_CONST = 2'd0;
localparam IN_MUX_SEL_ACC = 2'd1;
localparam IN_MUX_SEL_DIR = 2'd2;
localparam OUT_MUX_SEL_IN = 1'd0;
localparam OUT_MUX_SEL_ALU = 1'd1;
localparam INSTR_ALU_ADD = 2'b00;
localparam INSTR_ALU_SUB = 2'b01;
localparam INSTR_ALU_NEG = 2'b10;
localparam INSTR_REG_READ = 2'b00;
localparam INSTR_REG_WRITE = 2'b01;
localparam INSTR_REG_SWP = 2'b10;
localparam INSTR_REG_SAV = 2'b11;
    function [10:0] saturate;
        input signed [11:0] in;
        localparam MIN_VAL = -11'sd999;
        localparam MAX_VAL = 11'sd999;
        begin
            saturate = (in < MIN_VAL) ? MIN_VAL :
                       (in > MAX_VAL) ? MAX_VAL :
                       in;  
        end
    endfunction
    wire signed [10:0] neg_out;
    wire signed [11:0] add_tmp;
    wire signed [11:0] sub_tmp;
    wire signed [10:0] add_out;
    wire signed [10:0] sub_out;
    assign neg_out = -acc;
    assign add_tmp = acc + src;
    assign sub_tmp =  acc - src;
    assign add_out = saturate(add_tmp);
    assign sub_out = saturate(sub_tmp);
     assign out = (instr == INSTR_ALU_ADD) ? add_out :
          (instr == INSTR_ALU_SUB) ? sub_out :
          neg_out;
endmodule
```
==> CHANGELOG.md <==
### Physical design

* Outcome: completed
* Synth-to-layout area growth at 22.84%
* Fmax achieved at 127.9 MHz
* IO buf count at 35
* Post-DP HPWL at 5828 µm
* Largest net degree at the start of global routing at 20
* Crit path DAT at ~6000 ps
* Final hold vios at 0
* Max stage delay on crit path at ~620 ps
* Vias at 2210
* Crit path capture type: output pin
* Worst-margin pin slew at 862.8 ps
* Max Cap Viol at 0
* Antenna cells at 0
* Wirelength per Cell at 15.31 µm
* Cycle use final at 0.8590
* FP Core Util at 0.2008
* DR iter-0 viols at 141
* # Cells Yosys at 282
* Seq share, synth at 0
* CP Cell Sequence: clkdlybuf4s50_1, ha_1, nor3b_1, a2111oi_1, mux2_1, or4_1, a41oi_1, a21oi_1, a221oi_1, clkdlybuf4s50_1
* Core area at 10230 µm²
* Post-CTS setup repair buffer count at 0
* Synth Area per Inst at 7.285 µm²
* Synthesized area at 2054 µm²
* Via-per-instance ratio at about 5.0
* # rows at 37
* Final hold slack at 4736 ps
* Share of cells above drive strength 1 at 0.05882
* Startpoint class of the critical path: input pin
* First-pass DRT Iterations at 4
* Post-Syn Instances at approximately 280
* Post-DRT Antenna Nets at 0
* Post-CTS sizing at 0
* Detailed Route WL at between 6000 and 7000 µm
* Final TNS setup at 0 ps
* Flops at 0
* Overall die area at 14880 µm²
* Max stage delay cell, worst path: ha_1
* Io pins at 35
* Register area at 0 µm²
* Vias in the first global route at 2141
* Final setup viols at 0
* Fin crit period at 7817 ps
* Width of the chip at about 120 µm
* Slew headroom at 0.4175
* Leakage power at 0.9723 nW
* Tool Warnings at ~43
* Yosys Warn Count at 1
* Tot GR Track Use at 0.09059
* Antenna violations before repair at 0
* Max VDD drop at 0.00002148 V
* Total grt overflow at 0
* Final Slew Violations at 0
* Pwr Density at 77.17 nW/µm²
* Distinct lib cells at around 70
* CLK BUF at 0
* Yosys chip area at 2054 µm²
* Die Y at 122 µm
* Hold/Removal Path Class: in2out
* CP max FO at 19
* Worst hold path depth at 4
* Most frequent CP cell: clkdlybuf4s50_1
* RSZ-0062 raised after global routing: false
* DRC Markers at 0
* CP required at about 7300 ps
* First-pass GRT wire length at 11160 µm
* Critical path class: in2out
* PnR worst setup slack at ~1300 ps
* Place WS at roughly 1300 ps
* Global placement routability congestion at 0.9379
* Post-CTS Hold Buffers at 0
==> through the flow <==
stage / total power [W] / utilization / area, µm² / cells
after floorplan: 0.0001297 / - / 2054 / 282
after global placement: 0.0001950 / 0.2467 / 2524 / 442
after detailed placement: 0.0001941 / 0.2467 / 2524 / 442
after CTS: 0.0001954 / 0.2467 / 2524 / 442
after global routing: 0.0002159 / 0.2467 / 2524 / 442
final: 0.0001947 / 0.2467 / 2524 / 442
==> worst paths after layout <==
check                 endpoint  slack, ps  startpoint
worst max-delay path    out[3]       1280      acc[5]
worst min-delay path    out[0]       4740      acc[0]
==> logic make-up after synthesis <==
logic type / after synthesis / synth area share
compound gates: 99 / 0.3959
mux: 3 / 0.01523
simple gates: 101 / 0.2802
fa+ha+maj: 26 / 0.1644
xor+xnor: 16 / 0.06821
buf+inv: 37 / 0.07613
==> cell type report <==
type | count | area [µm²]
fill | 1104 | 7707
inverter | 24 | 90.09
multi-input combinational | 245 | 1898
tap | 136 | 170.2
timing repair buffer | 37 | 365.4
==> synthesized netlist by cell type, types with 3 or more instances <==
| cell type | n | area [µm²] |
|---|---|---|
| ha_1 | 23 | 287.8 |
| inv_1 | 22 | 82.58 |
| nor2_1 | 21 | 78.83 |
| a21oi_1 | 14 | 70.07 |
| nand2_1 | 11 | 41.29 |
| xnor2_1 | 11 | 96.34 |
| nor2b_1 | 10 | 62.56 |
| nand2b_1 | 9 | 56.30 |
| nor3_1 | 9 | 45.04 |
| nor4_1 | 8 | 50.05 |
| o21ai_0 | 8 | 40.04 |
| o31ai_1 | 7 | 52.55 |
| a211oi_1 | 6 | 45.04 |
| clkbuf_1 | 6 | 22.52 |
| a21o_1 | 5 | 37.54 |
| and2_1 | 5 | 31.28 |
| buf_2 | 5 | 25.02 |
| nor3b_1 | 5 | 37.54 |
| xor2_1 | 5 | 43.79 |
| a2111o_1 | 4 | 45.04 |
| a221oi_1 | 4 | 35.03 |
| o21a_1 | 4 | 30.03 |
| a211o_1 | 3 | 26.28 |
| and3_1 | 3 | 18.77 |
| nand3_1 | 3 | 15.01 |
| o211a_1 | 3 | 30.03 |
| o211ai_1 | 3 | 22.52 |
| o21ai_1 | 3 | 15.01 |
| o221ai_1 | 3 | 26.28 |
| o311ai_0 | 3 | 26.28 |
| or3_1 | 3 | 18.77 |
==> report_power, final <==
group / total, W / internal, W / switching (W)
Combinational: 0.000195 / 0.0000881 / 0.000107
Clock: 0 / 0 / 0
Sequential: 0 / 0 / 0
Total: 0.000195 / 0.0000881 / 0.000107
==> layer usage <==
metal	vias to the layer above	GRT usage	routed length (µm)
met1	1022	0.1242	3246
met4	0	0.01192	109
met3	4	0.004695	187
li1	1138	-	-
met2	46	0.1568	3224
met5	-	0	0
==> worst max-delay path, delay by kind of cell <==
family	cells	cell delay, ps
compound gates	4	1400
buf+inv	2	1070
simple gates	2	680
fa+ha+maj	1	620
mux	1	390
==> placed cells by master (no fill, tap or decap), drive strengths merged, types with 7 or more instances in the layout <==
cell / n
xnor2: 11
nor2b: 10
ha: 23
clkdlybuf4s50: 35
nor3: 9
nor2: 23
nor4: 9
inv: 24
a211oi: 8
o31ai: 7
a21oi: 14
nand2: 12
nand2b: 9
o21ai: 11
Power is estimated from default activity; no workload was simulated.
